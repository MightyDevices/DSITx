**/design/flow/design.v**
```verilog
module uart_rx (
	input wire baud_clk, rst,
	input wire rxd,
	output reg [7:0] data,
	output reg rdy,
	input wire ack
);
reg [5:0] smpl_cnt;
reg [2:0] samples;
reg [8:0] sr;
reg busy;
wire start_detected = ~samples[2];
wire one_detected = samples[1];
always @ (posedge baud_clk or posedge rst)
begin
	if (rst) begin
		samples <= 3'h7; smpl_cnt <= 0;
		busy <= 0; rdy <= 0; sr <= 0;
	end else begin
		if (ack)
			rdy <= 1'b0;
		samples <= {samples[1:0], rxd};
		if (start_detected)
			busy <= 1'b1;
		smpl_cnt <= busy ? smpl_cnt + 1'b1 : 5'd0;
		if (smpl_cnt[1:0] == 2'b11) begin
			sr <= {one_detected, sr[8:1]};
			if (smpl_cnt[5]) begin
				data <= sr[8:1]; rdy <= 1'b1; busy <= 1'b0;		
			end
		end
	end
end
endmodule
```
**/design/flow/run.sh**
```bash
#!/bin/bash
# OpenROAD 26Q1-2900-gdf79404cd8, Yosys 0.63+post, stock flow scripts
make -C /OpenROAD-flow-scripts/flow DESIGN_CONFIG=/design/flow/config.mk WORK_HOME=/design/flow/orfs finish
```
**/design/flow/config.mk**
```make
export PLATFORM = sky130hd
export DESIGN_NAME = uart_rx
export DESIGN_NICKNAME = uart_rx
export VERILOG_FILES = /design/flow/design.v
export SDC_FILE = /design/flow/constraint.sdc
export NUM_CORES = 4
export LEC_CHECK = 1
export CORE_AREA = 10 10 97 97
export DIE_AREA = 0 0 107 107
```
**/design/flow/constraint.sdc**
```tcl
current_design uart_rx

set clk_period 2.0
set clk_io_pct 0.2

create_clock -name clk0 -period $clk_period [get_ports {baud_clk}]

set non_clock_inputs [all_inputs -no_clocks]
set_input_delay [expr $clk_period * $clk_io_pct] -clock clk0 $non_clock_inputs
set_output_delay [expr $clk_period * $clk_io_pct] -clock clk0 [all_outputs]
```
==> out/results.ini <==
[route]
n_antenna_cell = 0
routed_via_density = 2.66
drc_errors = 0
routedWlPerCell_um = 8.27
num_vias = 468
detail-route-antenna-nets = 0
drt-initial-drc-count = 10
totalWireLength_um = 1460
drt-pass1-iter-count = 3

[critical_path]
worstPathCellList = clkdlybuf4s50_1
r2r_slack_ns = 0.78
crit_path_top_delay_cell = clkdlybuf4s50_1
crit_end = data[5]
crit_fanout = 1
reg2regPathDepth = 4
cp_top_family = buffers and inverters
cp.arrival_ns = 1.09
timing.rr.end = data[4]
crit_cells = 1
critPathRequiredTime_ns = 1.60
crit_buf_inv = 1
worstSetupPathType = reg2out
crit_path_end_kind = primary output
worstSetupStartpointType = register
critPathMaxStageDelay_ns = 0.47
r2r-start = smpl_cnt[0]
cp-startpoint = data[5]

[run]
warnings = 25
maxCapViolCount = 0

[placed_design]
port_buffers = 12
dp_cells = 172
finalWeightedCongestion = 0.722
dpl.hpwl_um = 1120
place_ws_ns = 0.586

[logic_synthesis]
yosysUniqueCellTypes = 17
yosysWarnings = 1
synthTopLogicFamily = multiplexers
mux_area_share_pct = 9.54
yosys.area_share.aoi_pct = 1.85
ys_sh_adder_pct = 1.32
netlist_top_cells_area = dfrtp_1 42%, edfxtp_1 25%, mux2_2 9.5%, dfstp_2 8.3%, nor2_1 2.4%
ys_seq_share_pct = 76.2
ys_sh_xor_pct = 2.78
synthCells = 59
synth_top_cell_by_area = dfrtp_1
yosysTopAreaCellShare_pct = 42.4
ys_ff = 27
yosysCellCount = 59
netlist_area_um2 = 945
yosysChipArea_um2 = 945
synth.cellmix.simpleShare_pct = 6.62
syn-mean-instance-area_um2 = 16.0

[hold_path]
min_path_type = reg2reg
hold_start = samples[0]

[die]
fp_util_pct = 13.0
die_h_um = 107
coreArea_mm2 = 0.00729
row_count = 31
num_io_pins = 13
die_w_um = 107
die_area_mm2 = 0.0114

[clock_network]
path_clk_slew_ns = 0.08
post-cts-setup-buffers = 0
clockRootBuffer = clkbuf_8
clock_path_buffers = 2
ctsResizeCount = 0
cts_sinks = 27
hold_buffers = 0
cts_buffers = 3
worstSkewPairLatency_ns = 0.26
htree_levels = 1
cts_tree = done

[finish]
final_layout_size_suffix_gt1_share_pct = 23.4
syn2layout_area_growth_pct = 32.5
mostFrequentLayoutCell = dfrtp_1
layout_top_cells = 16 x dfrtp_1, 12 x clkdlybuf4s50_1, 8 x mux2_2, 8 x edfxtp_1, 6 x nor2_1
final-instance-count-excl-fill = 176

[power_and_ir_drop]
switching_power_uw = 327
clock_power_share_pct = 21.3
leakage_nw = 0.469
cellPowerDensity_mw_per_mm2 = 1070
seqPwrFrac_pct = 61.4
internal_power_mw = 1.02
swShare_pct = 24.3
comb_power_share_pct = 17.3
irDropWorstVdd_mv = 0.322

[final_timing]
layout_min_cycle_time_ns = 1.49
fin_ws_ns = 0.509
finalHoldViolations = 0
finalSetupTns_ns = 0
fmax_mhz = 671
fin_skew_ns = 0.00177
finalClockPeriodUsage_pct = 74.5
setup_viol = 0
rsz0062_at_grt = false
slew_headroom_pct = 80.6
tightest_slew_ns = 0.291
maxSlewViolCount = 0

[global_route]
grt_start_max_net_pins = 15
antenna_found_initial = 0
grt_pass1_vias = 472
grt_usage_pct = 2.55
grt_pass1_wl_um = 2400
gr-total-overflow = 0

[outcome]
status = finished, final reports clean

==> state kept, by name, summed over array words and instances, names as in the netlist <==
name and cells:
busy 1, data 8, sr 8, smpl_cnt 6, samples 3, rdy 1
==> synth_stat cells <==
master and instances:
inv_1 3, xnor2_1 1, o21ai_0 2, nand2_1 3
buf_2 1, dfrtp_1 16, a21boi_0 1, xor2_1 2
dfstp_2 3, and2_1 1, nor2_1 6, or4_1 1
ha_1 1, mux2_2 8, nand3_1 1, nand3_2 1
edfxtp_1 8
==> cell type report <==
type / instances / area, µm²
clock buffer: 4 / 45.0
inverter: 3 / 11.3
fill: 819 / 6040
timing repair buffer: 15 / 143
multi-input combinational: 28 / 209
tap: 99 / 124
sequential: 27 / 719
==> kinds of logic after synthesis <==
kind of cell | count (synthesis)
XOR/XNOR | 3
multiplexers | 8
adder cells (fa/ha/maj) | 1
flip-flops | 27
buffers and inverters | 4
AND-OR/OR-AND | 3
AND/OR/NAND/NOR | 13
==> per-layer routing <==
layer  up-vias  GRT usage [%]  wire length, µm
met5         -              0                0
met4         0          0.774               49
met3         2          0.910               94
met2        11           3.91              607
met1       217           3.30              705
li1        238              -                -
==> per-stage QoR <==
stage          area [µm²]  total power [mW]  hold WS [ns]  util, %
2_1_floorplan         945              1.00         0.345        -
3_3_place_gp         1210              1.06         0.347     16.5
3_5_place_dp         1210              1.07         0.349     16.5
4_1_cts              1250              1.36         0.361     17.2
5_1_grt              1250              1.43         0.368     17.2
6_report             1250              1.34         0.360     17.2
==> worst min path at each step <==
stage | endpoint | slack, ns | cells past startpoint
after CTS | samples[1] | 0.36 | 0
after global routing | samples[1] | 0.37 | 0
final | samples[1] | 0.36 | 0
==> power by group through the flow <==
stage	registers (mW)	clock network (mW)	logic, mW
finish	0.824	0.285	0.232
global route	0.844	0.323	0.266
CTS	0.827	0.298	0.235
Power figures rest on the tool's default switching activity, not on a simulated workload.
