==> flow/design.v <==
module fifo # (
	parameter DATA_BITS = 8,
	parameter ADDR_BITS = 4,
	parameter ALLOW_OVERFLOW = 0,
	parameter ALLOW_UNDERFLOW = 0
)	
(
	input wire wr_clk, wr_rst, wr_we,
	input wire [DATA_BITS-1:0] wr_data,
	output wire wr_full,
	input wire rd_clk, rd_rst, rd_oe,
	output wire [DATA_BITS-1:0] rd_data,
	output wire rd_empty
);
wire [ADDR_BITS : 0] rd_addr, wr_addr;
wire [ADDR_BITS : 0] rd_addr_wr_domain, wr_addr_rd_domain;
reg [DATA_BITS-1:0] mem [0:(1 << ADDR_BITS) - 1];
gray #(.WIDTH(ADDR_BITS + 1)) rd_gray(.clk(rd_clk), .rst(rd_rst), 
	.enable(rd_en), .out(rd_addr));
gray #(.WIDTH(ADDR_BITS + 1)) wr_gray(.clk(wr_clk), .rst(wr_rst), 
	.enable(wr_en), .out(wr_addr));
sync #(.WIDTH(ADDR_BITS + 1)) rd_sync(.clk(rd_clk), .rst(rd_rst), 
	.in(rd_addr), .out(rd_addr_wr_domain));
sync #(.WIDTH(ADDR_BITS + 1)) wr_sync(.clk(wr_clk), .rst(wr_rst), 
	.in(wr_addr), .out(wr_addr_rd_domain));
always @ (posedge wr_clk)
	if (wr_en) mem[wr_addr[ADDR_BITS-1:0]] <= wr_data;
assign rd_data = mem[rd_addr[ADDR_BITS-1:0]];
assign rd_empty = rd_addr == wr_addr_rd_domain;
generate
	if (ADDR_BITS > 1) begin
		assign wr_full = wr_addr == {~rd_addr_wr_domain[ADDR_BITS:ADDR_BITS-1], 
			rd_addr_wr_domain[ADDR_BITS-2:0]};
	end else begin
		assign wr_full = wr_addr == ~rd_addr_wr_domain[ADDR_BITS:ADDR_BITS-1];
	end
endgenerate
generate
	assign rd_en = (ALLOW_UNDERFLOW) ? rd_oe : rd_oe & ~rd_empty;
	assign wr_en = (ALLOW_OVERFLOW) ? wr_we : wr_we & ~wr_full;
endgenerate 
endmodule
module gray # (
	parameter WIDTH = 8
)
(
	input wire clk, rst, enable,
	output reg [WIDTH-1:0] out
);
reg [WIDTH-1:0] cnt;
integer i;
always @ (posedge clk or posedge rst)
begin
	if (rst) begin
		out <= 0; cnt <= 1;
	end else if (enable) begin
		cnt <= cnt + 1'b1;
		out[WIDTH - 1] <= cnt[WIDTH-1];
		for (i = 0; i < WIDTH-1; i = i + 1) 
			out[i] <= cnt[i] ^ cnt[i+1];
	end
end
endmodule
module sync # (
	parameter WIDTH = 8,
	parameter STAGES = 2
)
(
	input wire clk, rst,
	input wire [WIDTH-1:0] in,
	output wire [WIDTH-1:0] out
);
reg [WIDTH-1:0] sync_reg [0:STAGES];
integer i;
always @ (posedge clk or posedge rst)
begin
	if (rst) begin
		for (i = 0; i < STAGES; i = i + 1)
			sync_reg[i] <= 0;
	end else begin
		sync_reg[0] <= in;
		for (i = 1; i < STAGES; i = i + 1)
			sync_reg[i] <= sync_reg[i-1];
	end
end
assign out = sync_reg[STAGES - 1];
endmodule
==> flow/run.sh <==
#!/bin/bash
# OpenROAD 26Q1-2900-gdf79404cd8, Yosys 0.63+post, stock flow scripts
make -C /OpenROAD-flow-scripts/flow DESIGN_CONFIG=/design/flow/config.mk WORK_HOME=/design/flow/orfs finish
==> flow/config.mk <==
export PLATFORM = sky130hd
export DESIGN_NAME = fifo
export DESIGN_NICKNAME = fifo
export VERILOG_FILES = /design/flow/design.v
export SDC_FILE = /design/flow/constraint.sdc
export NUM_CORES = 4
export LEC_CHECK = 1
export CORE_UTILIZATION = 40
==> flow/constraint.sdc <==
current_design fifo

set clk_period 5.6
set clk_io_pct 0.2

create_clock -name clk0 -period $clk_period [get_ports {rd_clk}]
create_clock -name clk1 -period $clk_period [get_ports {wr_clk}]

set non_clock_inputs [all_inputs -no_clocks]
set_input_delay [expr $clk_period * $clk_io_pct] -clock clk0 $non_clock_inputs
set_output_delay [expr $clk_period * $clk_io_pct] -clock clk0 [all_outputs]
==> results.json <==
{
  "status": "finished clean",
  "warning_count": 26,
  "dp_slack_ps": 1910,
  "wirelength_mm": 12.8,
  "synthFlopType": "edfxtp_1",
  "drv_slew": 0,
  "grt_pass1_wl_mm": 19.7,
  "fp_util_pct": 41.2,
  "port_buffers": 22,
  "die_x_um": 130,
  "vias": 3206,
  "coreArea_um2": 15900,
  "critPathArrivalTime_ps": 2810,
  "hp-class": "register to register",
  "clkSinkCount": 166,
  "cts_repair_resize_count": 0,
  "top_usage_layer": "met2",
  "drt-pass1-iter-count": 4,
  "cts_setup_buffers": 0,
  "ant_nets": 0,
  "met1_usage_pct": 24.4,
  "syn_inst": 353,
  "crit_type": "register to output port",
  "num_antenna_cells": 0,
  "crit_fanout": 44,
  "postSynth.asyncResetShare_pct": 22.9,
  "cts_tree": "done",
  "drv_cap": 0,
  "netlist_area_um2": 6570,
  "cts_hold_buffers": 0,
  "io_pins": 24,
  "routedWlPerCell_um": 20.3,
  "dieArea_um2": 16900,
  "clk_pin_slew_worst_paths_ps": 50,
  "largest_register_ffs": 128,
  "powerDensity_nw_per_um2": 549,
  "holdWs_ps": 347,
  "synth_seq_share_pct": 73.0,
  "gr-usage-met3_pct": 10.2,
  "num_rows": 46,
  "overflow": 0,
  "worstSetupEndpointType": "output port",
  "drive_above_1_share_pct": 22.6,
  "worst_pin_slew_ps": 852,
  "yosys.cell_types.count": 39,
  "setup_slack_ps": 1670,
  "ys_area_um2": 6570,
  "max-vdd-ir-drop_uv": 370,
  "ys_warn_count": 6,
  "num-fill-cells": 1290,
  "rsz0062_at_grt": "no",
  "fin_setup_tns_ps": 0,
  "synth-edff-count": 128,
  "hold_viol": 0,
  "drt_iter0_markers": 224,
  "grt_max_degree": 45,
  "grt_use_met2_pct": 26.2,
  "antenna_found_initial": 0,
  "worst_setup_path_start_kind": "register",
  "syn_to_final_growth_pct": 19.0,
  "total_power_uw": 4290,
  "final_util_pct": 49.0,
  "setup_viol": 0,
  "place_hpwl_mm": 7.65,
  "critical_path_required_ps": 4480,
  "maxSlewHeadroom_pct": 42.8,
  "syn_area_per_cell_um2": 18.6,
  "drc": 0,
  "grt_use_total_pct": 17.7,
  "yosysCellCount": 353,
  "vias_per_cell": 5.11,
  "power_leakage_uw": 0.00275,
  "skew_ps": 10.5,
  "gp_congestion": 0.821,
  "grt_pass1_vias": 3452,
  "ys_ff": 166,
  "die_h_um": 130
}
area by class of cell:
type	instances	area, um^2	area share, %
Timing Repair Buffer	42	370	4.74
Inverter	4	15.0	0.192
Sequential cell	166	4800	61.4
Tap cell	216	270	3.46
Multi-Input combinational cell	164	1640	21.0
Clock buffer	21	504	6.45
Clock inverter	15	216	2.77
cell families after synthesis:
logic type | Yosys count | share of synthesized area, %
flops | 166 | 73.0
mux | 63 | 12.9
simple gates | 38 | 3.10
compound gates | 37 | 4.48
buf+inv | 23 | 2.48
xor+xnor | 20 | 2.89
fa+ha+maj | 6 | 1.14
power by group:
part | switching (uW) | internal (uW) | total, uW
clock network | 464 | 882 | 1350
registers | 174 | 1570 | 1750
logic | 605 | 596 | 1200
synthesized netlist by cell type, types with 5 or more instances:
cell	n	share of area [%]
nor3_1	5	0.38
mux2i_1	37	5.6
ha_1	6	1.1
o21ai_0	5	0.38
dfrtp_1	36	14
nor2_1	10	0.57
a22oi_1	13	1.5
edfxtp_1	128	59
buf_4	6	0.69
nand3_1	6	0.46
mux4_2	16	5.5
o2111ai_1	6	0.80
buf_6	5	0.86
xnor2_1	15	2.0
mux2_2	9	1.5
path summary, 6_finish.rpt:
path	start	end	slack [ps]	cells after the start
worst max-delay path	rd_gray.cnt[1]	rd_data[1]	1670	5
worst min-delay path	rd_sync.sync_reg[0][2]	rd_sync.sync_reg[1][2]	350	0
worst max register to register	wr_gray.cnt[1]	mem[4][0]	3030	5
worst min register to register	rd_sync.sync_reg[0][2]	rd_sync.sync_reg[1][2]	350	0
max in group clk1	wr_we	mem[4][0]	2730	4
max in group asynchronous	rd_rst	rd_gray.cnt[1]	3780	2
min in group clk1	wr_sync.sync_reg[0][4]	wr_sync.sync_reg[1][4]	350	0
min in group asynchronous	wr_rst	wr_gray.cnt[3]	1110	2
per-stage QoR:
| stage | std cells | cell area (um^2) |
|---|---|---|
| 6_report | 628 | 7820 |
| 5_1_grt | 628 | 7820 |
| 4_1_cts | 628 | 7820 |
| 3_5_place_dp | 592 | 7100 |
| 3_3_place_gp | 592 | 7100 |
| 2_1_floorplan | 353 | 6570 |
per-layer routing:
metal	wire length (um)	vias up
met5	63	-
met3	1510	17
li1	-	1475
met4	206	2
met2	6130	126
met1	4870	1586
worst max-delay path, cell delays in order, from the launching register on:
cell	delay [ps]
dfrtp_2	520
buf_4	670
mux4_2	590
a22oi_1	230
o21ai_1	110
clkdlybuf4s50_1	420
layout by cell type (no fill, tap or decap), types with 4 or more instances in the layout:
master and count:
a22oi_1 13, buf_4 20, bufinv_16 5, clkbuf_16 20, clkdlybuf4s50_1 22, clkinvlp_4 4, dfrtp_1 35, edfxtp_1 128
ha_1 6, inv_1 4, mux2_2 9, mux2i_1 37, mux4_2 16, nand2_1 4, nand3_1 6, nor2_1 10
nor3_1 5, nor4_2 4, o2111ai_1 6, o21ai_0 5, xnor2_1 15
Power is estimated from default activity; no workload was simulated.
