==> /design/flow/design.v <==
module slip_rx (
	input wire clk, rst,
	output reg frame,
	input wire [7:0] din,
	input wire din_rdy,
	output reg [7:0] dout,
	output reg dout_rdy,
	input wire dout_ack
);
localparam SOF 			= 0;
localparam READ			= 1;
localparam ESC			= 2;
localparam CHAR_END  	= 8'hC0;
localparam CHAR_ESC		= 8'hDB;
localparam CHAR_ESC_END	= 8'hDC;
localparam CHAR_ESC_ESC = 8'hDD;
reg [1:0] state;
reg [7:0] din_buf;
always @ (posedge clk or posedge rst)
begin
	if (rst) begin
		state <= SOF; frame <= 1'b0;
		dout_rdy <= 0; dout <= 0;
	end else begin
		if (dout_ack)
			dout_rdy <= 1'b0;
		if (din_rdy) begin
			case (state)
			SOF : begin
				dout <= din; 
				if (din == CHAR_END)
					state <= READ;
			end
			READ : begin
				dout <= din; 
				if (din == CHAR_END) begin
					if (frame) begin
						frame <= 1'b0; state <= SOF;
					end
				end else begin
					frame <= 1'b1;
					if (din == CHAR_ESC) begin
						state <= ESC;
					end else begin
						dout_rdy <= 1'b1;
					end
				end
			end
			ESC : begin
				dout <= din == CHAR_ESC_END ? CHAR_END : CHAR_ESC;
				state <= READ; dout_rdy <= 1'b1;
			end
			endcase
		end
	end
end
endmodule
==> /design/flow/run.sh <==
#!/bin/bash
# OpenROAD 26Q1-2900-gdf79404cd8, Yosys 0.63+post, stock flow scripts
make -C /OpenROAD-flow-scripts/flow DESIGN_CONFIG=/design/flow/config.mk WORK_HOME=/design/flow/orfs finish
==> /design/flow/config.mk <==
export PLATFORM = sky130hd
export DESIGN_NAME = slip_rx
export DESIGN_NICKNAME = slip_rx
export VERILOG_FILES = /design/flow/design.v
export SDC_FILE = /design/flow/constraint.sdc
export NUM_CORES = 4
export LEC_CHECK = 1
export CORE_AREA = 10 10 91 91
export DIE_AREA = 0 0 101 101
==> /design/flow/constraint.sdc <==
current_design slip_rx

set clk_period 1.7
set clk_io_pct 0.2

create_clock -name clk0 -period $clk_period [get_ports {clk}]

set non_clock_inputs [all_inputs -no_clocks]
set_input_delay [expr $clk_period * $clk_io_pct] -clock clk0 $non_clock_inputs
set_output_delay [expr $clk_period * $clk_io_pct] -clock clk0 [all_outputs]
==> flow_summary.json <==
{
  "grt_max_degree": 14,
  "hold_ws_ps": 439,
  "vias_per_cell": 3.41,
  "clock_skew_ps": 1.96,
  "cts_buffers": 3,
  "layout.cells.most_common": "clkdlybuf4s50_1",
  "io-pin-count": 22,
  "maxSlewViolCount": 0,
  "die_w_um": 101,
  "r2r_start": "state[1]",
  "die_area_mm2": 0.0102,
  "ir_drop_v": 0.000557,
  "final_core_util": 0.163,
  "min_path_type": "primary input to async pin",
  "place.gp.congestion": 0.776,
  "grt_pass1_vias": 640,
  "diodes": 0,
  "max-slew-margin-rel": 0.537,
  "syn_area_um2": 624,
  "synthCells": 64,
  "fin_area_mm2": 0.00104,
  "cts.reportedPaths.clkPinSlew_ps": 50,
  "rsz0062_at_grt": "no",
  "cts_root_buffer": "clkbuf_8",
  "antenna_found_initial": 0,
  "hpwl_mm": 1.57,
  "rows": 29,
  "grt.overflow.total": 0,
  "htreeDepth": 1,
  "grt.total_usage": 0.0381,
  "power_density_mw_per_mm2": 732,
  "maxCapViolations": 0,
  "reg2reg_setup_slack_ps": 260,
  "fp_util": 0.0983,
  "wl_per_cell_um": 11.1,
  "drc": 0,
  "synth_stat.cells": 64,
  "synth.avg_cell_area_um2": 9.76,
  "worstPathArrival_ps": 1800,
  "via_count": 594,
  "ys_seq_share": 0.523,
  "port_buffers": 21,
  "worstSkewPairLatency_ps": 240,
  "grt_pass1_wl_mm": 3.12,
  "final-setup-viol-count": 0,
  "synth-seq-cells": 13,
  "fp.coreArea_mm2": 0.00635,
  "drive_gt1_frac": 0.175,
  "finalWirelength_mm": 1.94,
  "fmax_mhz": 597,
  "start_kind": "primary input",
  "required_ps": 1820,
  "setup_tns_ps": 0,
  "period_needed_ps": 1670,
  "drt-initial-drc-count": 39,
  "dpl_cell_area_um2": 995,
  "synth_chip_area_um2": 624,
  "postRouteAntennaNets": 0,
  "cts_tree": "done",
  "critPathMaxFanout": 4,
  "clock_path_buffers": 2,
  "syn_to_final_growth_pct": 66.1,
  "r2r_end": "dout[5]",
  "period_used_share": 0.985,
  "die_h_um": 101,
  "first_pass_iters": 2,
  "synth_cell_type_count": 23,
  "warning_count": 25,
  "worstRegToRegCells": 2,
  "worst_pin_slew_ps": 690,
  "ys_warn_count": 1,
  "lay_top_cells": "19 x clkdlybuf4s50_1, 12 x dfrtp_1, 10 x a21oi_1, 10 x nand2_1, 9 x buf_4",
  "final-seq-area_um2": 327,
  "logic_area_um2": 279,
  "fillCellCount": 687,
  "p_leak_nw": 0.408,
  "criticalPathCategory": "primary input to flip-flop",
  "hold_viol": 0,
  "critPathCaptureType": "flip-flop",
  "clock-sinks": 13,
  "status": "finished, final reports clean"
}
[layer usage]
metal  routed length [µm]  share of wire  vias to the layer above  track usage
met5                    0              0                        -            0
met4                   15         0.0077                        0      0.00429
met3                  207           0.11                        2       0.0236
met2                  934           0.48                       19       0.0654
met1                  778           0.40                      270       0.0399
li1                     -              -                      303            -
[cells by family after synthesis]
kind of cell | Yosys count | synth area share
DFF | 13 | 0.523
buffers and inverters | 5 | 0.0300
AOI/OAI and AO/OA | 24 | 0.255
and+or+nand+nor | 21 | 0.174
muxes | 1 | 0.0180
[how the worst max path moves through the flow]
stage / startpoint / endpoint / slack [ps] / depth (start not counted)
after CTS: din[4] / state[2] / 30 / 4
after global routing: din[4] / state[2] / 4 / 4
final: din[4] / state[2] / 30 / 4
[metrics by stage]
| stage | instances | power [W] | setup slack [ps] |
|---|---|---|---|
| finish | 174 | 0.000759 | 25.4 |
| global route | 174 | 0.000810 | 3.63 |
| CTS | 174 | 0.000773 | 25.3 |
| detailed placement | 170 | 0.000499 | -249 |
| global placement | 170 | 0.000499 | -242 |
| floorplan | 64 | 0.000393 | 217 |
[layout make-up]
type | count | share of cell area
clock buffer | 4 | 0.0434
inverter | 4 | 0.0145
multi-input combinational | 46 | 0.269
sequential | 13 | 0.315
tap | 77 | 0.0929
timing repair buffer | 30 | 0.265
[report_power, final]
group          switching (W)  internal, W  total (W)  leakage, nW
Sequential         0.0000153     0.000335   0.000350        0.148
Combinational      0.0000498    0.0000884   0.000138        0.237
Clock               0.000106     0.000165   0.000271       0.0228
Total               0.000171     0.000589   0.000759        0.408
[critical path, stage by stage]
cell             delay (ps)
clkdlybuf4s50_1         420
or4_4                   510
a21o_1                  190
a221o_1                 330
[sequential cells by signal, summed over array words and instances (netlist names)]
signal and count:
dout 8, dout_rdy 1, frame 1, state 3
[Yosys cell counts, drive strengths merged]
master,instances,area share
dfstp,1,0.042
inv,4,0.024
nor2,5,0.030
nand4,1,0.010
a21o,1,0.012
nand3b,1,0.012
a41o,1,0.016
a21oi,10,0.080
nand4bb,1,0.026
clkbuf,1,0.0060
o221ai,1,0.014
mux2,1,0.018
or4,1,0.018
o32ai,1,0.014
o31a,2,0.028
nand2b,1,0.010
o21ai,5,0.040
a221o,1,0.016
o31ai,1,0.020
o41ai,1,0.014
dfrtp,12,0.48
nand2,10,0.060
nand3,1,0.0080
[repair_timing]
| action | 4_1_cts | 5_1_grt |
|---|---|---|
| setup buffers | 0 | 0 |
| endpoints found under the setup margin | 1 | 0 |
| resized | 2 | 0 |
| hold buffers | 0 | 0 |
| hold endpoints to repair | 0 | 0 |
No activity file was given, so power comes from the tool's default toggle rates.
